--- ./config.mk ---
export PLATFORM = sky130hd
export DESIGN_NAME = cla_16bit
export DESIGN_NICKNAME = cla_16bit
export VERILOG_FILES = /design/flow/design.v
export SDC_FILE = /design/flow/constraint.sdc
export NUM_CORES = 4
export LEC_CHECK = 1
export CORE_AREA = 10 10 70 70
export DIE_AREA = 0 0 80 80
--- ./constraint.sdc ---
current_design cla_16bit

set clk_period 4.3
set clk_io_pct 0.2

create_clock -name clk0 -period $clk_period

set non_clock_inputs [all_inputs -no_clocks]
set_input_delay [expr $clk_period * $clk_io_pct] -clock clk0 $non_clock_inputs
set_output_delay [expr $clk_period * $clk_io_pct] -clock clk0 [all_outputs]
--- ./design.v ---
`timescale 1ns / 1ps
module cla_16bit(a,b,cin,s,cout);
input [15:0] a,b;
input cin;
output [15:0] s;
output cout;
wire c1,c2,c3;
cla_4bit rc_1(a[3:0],b[3:0],cin,s[3:0],c1);
cla_4bit rc_2(a[7:4],b[7:4],c1,s[7:4],c2);
cla_4bit rc_3(a[11:8],b[11:8],c2,s[11:8],c3);
cla_4bit rc_4(a[15:12],b[15:12],c3,s[15:12],c4);
assign cout = c4;
endmodule
`timescale 1ns / 1ps
module cla_4bit(a,b,cin,cout,s);
input [3:0] a,b;
input cin;
output cout;
wire [4:0] carry;
wire [3:0] p,g;    
assign carry[0]=cin;
output [3:0] s;
assign s[0] = a[0] ^ b[0] ^ cin;
assign g[0] = a[0] & b[0];
assign p[0] = a[0] ^ b[0];
assign carry[1] = g[0] | (p[0]&cin);
assign g[1] = a[1] & b[1];
assign p[1] = a[1] ^ b[1];
assign s[1] = a[1] ^ b[1] ^ carry[1];
assign carry[2] = g[1] | (p[1]&g[0]) | (p[1]&p[0]&cin);
assign g[2] = a[2] & b[2];
assign p[2] = a[2] ^ b[2];
assign s[2] = a[2] ^ b[2] ^ carry[2];
assign carry[3] = g[2] | (p[2]&g[1]) | (p[2]&p[1]&g[0]) | (p[2]&p[1]&p[0]&cin);
assign g[3] = a[3] & b[3];
assign p[3] = a[3] ^ b[3];
assign s[3] = a[3] ^ b[3] ^ carry[3];
assign carry[4] = g[3] | (p[3]&g[2]) | (p[3]&p[2]&g[1]) | (p[3]&p[2]&p[1]&g[0]) | (p[3]&p[2]&p[1]&p[0]&cin);
assign cout = carry[4];
endmodule
--- ./run.sh ---
#!/bin/bash
# OpenROAD 26Q1-2900-gdf79404cd8, Yosys 0.63+post, stock flow scripts
make -C /OpenROAD-flow-scripts/flow DESIGN_CONFIG=/design/flow/config.mk WORK_HOME=/design/flow/orfs finish
==> impl_metrics.tcl <==
# flow metrics
set metrics [dict create \
    status "complete, no violations" \
    wirelength_mm 1.442 \
    finalSetupViolCount 0 \
    grt_max_degree 4 \
    fmaxAchievable_ghz 0.2719 \
    fin_crit_sh 0.8552 \
    hold_viol 0 \
    ys_cells 58 \
    grt_pass1_vias 518 \
    post_cts_resized 0 \
    die_height_um 80 \
    area_growth_pct 70.69 \
    arrival_ns 2.82 \
    hold_buffers 0 \
    required_ns 3.44 \
    seqCellArea_um2 0 \
    slew_viol_final 0 \
    start_kind "input port" \
    yosysUniqueCellTypes 19 \
    warnings 32 \
    netlist_instances 58 \
    dr.pass1.iters 3 \
    synth_top_cell_by_area "ha_1" \
    avgSynthCellArea_um2 8.758 \
    setup_tns_ns 0 \
    nClkBuffers 0 \
    critPathMaxStageDelay_ns 0.44 \
    cellLeakagePower_nw 0.3983 \
    cp-end-kind "output port" \
    vdd_drop_max_mv 0.03657 \
    min_path_type "in -> out" \
    critPathTopFamily "buffers and inverters" \
    yosysChipArea_um2 508.0 \
    worst-setup-path-type "in -> out" \
    crit_path_top_delay_cell "xor3_2" \
    highest_layer "met3" \
    routed_via_density 3.562 \
    synth_seq_share 0 \
    dieWidth_um 80 \
    dp_hpwl_mm 1.378 \
    grt_pass1_wl_mm 2.325 \
    insertedDiodeCount 0 \
    detail-route-antenna-nets 0 \
    port_buffers 38 \
    num_io_pins 50 \
    layout-drive-gt1-share 0.02198 \
    crit_buf_inv 2 \
    rows 21 \
    path_max_fanout 3 \
    seq_cells 0 \
    cts_setup_buffers 0 \
    place_inst 137 \
    cp_common_cell "clkdlybuf4s50_1" \
    post-route-min-period_ns 3.677 \
    die-area_um2 6400 \
    rsz0062_at_grt "false" \
    vias 488 \
    gp_congestion 0.7554 \
    top_cells_by_area "ha_1 (39%), buf_4 (24%), a21oi_1 (4.9%)" \
    pwr_density_cell_nw_per_um2 110.4 \
    wl_met3_um 181 \
    syn_area_um2 508.0 \
    grt.overflow.total 0 \
    fp-utilization 0.1487 \
    synth_top_area_share 0.3941 \
    cap_violations 0 \
    wl_met1_um 567 \
    logic_area_um2 425.4 \
    wl_met2_um 693 \
    drc 0 \
    drt-wirelength-per-cell_um 10.53 \
    grt_usage 0.04250 \
    antenna_found_initial 0 \
    drtIter0Drc 2 \
    coreArea_um2 3416 \
    path_cells "clkdlybuf4s50_1 > ha_1 > xor3_2 > a221oi_1 > a21oi_1 > clkdlybuf4s50_1" \
    n_fill_cell 375 \
    fin_cells 137 \
    ys.warnings.count 9 \
]
cells in the mapped netlist:
library cell  instances
inv_1                 1
xor3_2                1
or3_1                 1
xor2_1                2
conb_1                1
o21ai_0               3
nand2_1               1
a21o_2                1
and3_1                1
ha_1                 16
a221oi_1              1
buf_4                16
a21oi_1               5
nand3_1               1
o21a_1                1
a21o_1                2
a221o_1               1
a31o_1                1
xnor2_1               2
power breakdown:
| part | switching (mW) | total (mW) | internal [mW] | leakage [nW] |
|---|---|---|---|---|
| Clock | 0 | 0 | 0 | 0 |
| Combinational | 0.0289 | 0.0957 | 0.0668 | 0.398 |
| Sequential | 0 | 0 | 0 | 0 |
| Total | 0.0289 | 0.0957 | 0.0668 | 0.398 |
metrics by stage:
step	total power [mW]	cell area [um2]	hold slack, ns	util	worst slack [ns]
6_report	0.09569	867.1	2.837	0.2538	0.6228
5_1_grt	0.1084	867.1	2.911	0.2538	0.5110
4_1_cts	0.09811	867.1	2.848	0.2538	0.6011
3_5_place_dp	0.09733	867.1	2.839	0.2538	0.6078
3_3_place_gp	0.09665	867.1	2.825	0.2538	0.6089
2_1_floorplan	0.05281	549.3	1.998	-	1.398
kinds of logic (layout without fill, tap and decap cells):
logic type                 Yosys count  count (layout)  share of synthesized area
AOI/OAI and AO/OA                   15              15                     0.1946
xor gates and xnor gates             5               5                     0.1182
adders and majority gates           16              16                     0.3941
buffers and inverters               17              39                     0.2438
other                                1              12                   0.007382
and+or+nand+nor                      4               4                    0.04187
tightest hold or removal path, cell delays in order:
cell,delay (ns)
clkdlybuf4s50_1,0.40
ha_1,0.19
inv_1,0.05
a21oi_1,0.06
clkdlybuf4s50_1,0.42
cell usage in the layout, fill, tap and decap left out, types with 2 or more instances in the layout:
cell | synthesis | routed
xnor2_1 | 2 | 2
a21o_1 | 2 | 2
conb_1 | 1 | 12
a21oi_1 | 5 | 5
ha_1 | 16 | 16
o21ai_0 | 3 | 3
clkdlybuf4s50_1 | 0 | 38
xor2_1 | 2 | 2
path summary, 6_finish.rpt:
path	from	endpoint	slack [ns]	cells after the start
max	a[4]	s[8]	0.62	6
min	b[11]	s[8]	2.84	5
layer usage:
layer  up-vias  GRT usage
li1        251          -
met1       213    0.04818
met2        24    0.07544
met3         0    0.01932
met4         0          0
met5         -          0
area by class of cell:
cell class,instances,share of cell area
multi-input cells,52,0.4906
inverters,1,0.004329
well taps,46,0.06638
repair buffers,38,0.4387
Power is estimated from default activity; no workload was simulated.

File: run.sh
#!/bin/bash
# OpenROAD 26Q1-2900-gdf79404cd8, Yosys 0.63+post, stock flow scripts
make -C /OpenROAD-flow-scripts/flow DESIGN_CONFIG=/design/flow/config.mk WORK_HOME=/design/flow/orfs finish
File: config.mk
export PLATFORM = sky130hd
export DESIGN_NAME = rc_16bit
export DESIGN_NICKNAME = rc_16bit
export VERILOG_FILES = /design/flow/design.v
export SDC_FILE = /design/flow/constraint.sdc
export NUM_CORES = 4
export LEC_CHECK = 1
export CORE_AREA = 10 10 77 77
export DIE_AREA = 0 0 87 87
File: constraint.sdc
current_design rc_16bit

set clk_period 20.7
set clk_io_pct 0.2

create_clock -name clk0 -period $clk_period

set non_clock_inputs [all_inputs -no_clocks]
set_input_delay [expr $clk_period * $clk_io_pct] -clock clk0 $non_clock_inputs
set_output_delay [expr $clk_period * $clk_io_pct] -clock clk0 [all_outputs]
File: design.v
`timescale 1ns / 1ps
module fa_1bit(a,b,cin,s,cout);
input a,b,cin;
output s,cout;
assign s = a^b^cin;
assign cout = (a&b)|(cin&(a^b));
endmodule
`timescale 1ns / 1ps
module rc_16bit(a,b,cin,s,cout);
input [15:0] a,b;
input cin;
output [15:0] s;
output cout;
wire c1,c2,c3;
rcarry_4bit rc_1(a[3:0],b[3:0],cin,s[3:0],c1);
rcarry_4bit rc_2(a[7:4],b[7:4],c1,s[7:4],c2);
rcarry_4bit rc_3(a[11:8],b[11:8],c2,s[11:8],c3);
rcarry_4bit rc_4(a[15:12],b[15:12],c3,s[15:12],c4);
assign cout = c4;
endmodule
`timescale 1ns / 1ps
module rcarry_4bit(a,b,cin,s,cout);
input   [3:0] a,b;
input   cin;
output [3:0] s;
output cout;
wire [4:0] carry;    
assign carry[0]=cin;
fa_1bit FA1 (a[0],b[0],carry[0],s[0],carry[1]);
fa_1bit FA2 (a[1],b[1],carry[1],s[1],carry[2]);
fa_1bit FA3 (a[2],b[2],carry[2],s[2],carry[3]);
fa_1bit FA4 (a[3],b[3],carry[3],s[3],carry[4]);
assign cout = carry[4];    
endmodule
==> flow_summary.toml <==
# generated from flow reports
[logic_synthesis]
syn_area_per_cell_um2 = 11.38
netlist_instances = 42
yosys_area_um2 = 478.0
synth_seq_share_pct = 0
post_synth_instance_area_um2 = 478.0
synth_cell_type_count = 3
yosys_warnings = 1
yosys-stat-cells = 42

[final_layout]
filler_cell_count = 456
layout_cells_excl_fill = 128
drive_gt1_share_pct = 0
final-comb-area_um2 = 320.3
layout_top_cell_excl_fill_tap = "clkdlybuf4s50_1"
area.growth.synth_to_final_pct = 93.19
final_design_area_no_fill_um2 = 923.4
flops = 0
layout.clock_buffers = 0
sequential_cell_area_um2 = 0
postLayoutCoreUtil_pct = 21.21
most-common-layout-cells = "clkdlybuf4s50_1 (50), fa_1 (16), inv_1 (10)"

[setup_path]
timing.critical_path.cells = "clkdlybuf4s50_1, inv_1, fa_1, inv_1, fa_1, fa_1, fa_1, fa_1, fa_1, fa_1, fa_1, fa_1, fa_1, fa_1, fa_1, fa_1, fa_1, fa_1, inv_1, fa_1, inv_1, clkdlybuf4s50_1"
setup.worst_path.class = "in -> out"
critPathMostFrequentCell = "fa_1"
cp_top_family = "adder cells"
cp-startpoint = "a[0]"
end_kind = "output port"
critPathLaunchType = "input pin"
critical_path_arrival_ps = 11340
timing.critical_path.required_ps = 16560
crit_buf_inv = 6
worstSetupEndpoint = "s[15]"
crit_path_max_fanout = 1
worst-path-stages = 22
cp_slowest_cell = "clkdlybuf4s50_1"
largest_incremental_delay_on_the_critical_path_ps = 460

[grt]
grt_util_all_layers_pct = 3.994
grt_first_pass_wirelength_um = 2387
maximum_number_of_pins_on_one_net_before_global_route_repair = 2
globalRouteOverflowTotal = 0
antenna_found_initial = 0
number_of_global_route_vias_before_repair = 468

[sta]
min_period_ps = 15480
totalNegativeSetupSlack_ps = 0
finalSetupViolations = 0
slew-limit-headroom_pct = 91.99
timing_max_transition_violations_final = 0
max_freq_ghz = 0.06461
min_period_over_period_pct = 74.77
worst-slew-pin-transition_ps = 119.8
grt_setup_unrepaired = "false"
hold-worst-slack_ps = 9331
final_hold_viol_count = 0
worst_slack_ps = 5223

[floorplanning]
initCoreUtil_pct = 10.98
core-area_um2 = 4354
placement_rows = 24
design.die.area_um2 = 7569
number_of_ports_placed_on_the_die_boundary = 50
chipHeight_um = 87
floorplan.die.width_um = 87

[route]
antenna_cells = 0
detailroute.via_count = 385
wire_per_inst_um = 12.56
totalWireLength_um = 1608
route.met3.wl_um = 500
top_layer = "met3"
route.antenna.remaining_nets = 0
drt_first_iter_violations = 1
detail_route.drc_violations = 0
router_iterations_before_antenna_repair = 2
met1Wirelength_um = 534
vias_per_std_cell = 3.008
dr_wl_met2_um = 572

[min_path]
hold_class = "in -> out"
timing.hold.worst_path_depth = 5

[place]
routability_driven_placement_congestion_ratio = 0.8060
portBuffers = 50
dp_hpwl_um = 1590
pre_cts_slack_ps = 5220
placed_cells = 128
placedInstanceArea_um2 = 923.4

[clocking]
cts_setup_buffers = 0
ctsResizeCount = 0
post_cts_hold_buffer_count = 0

[power]
leakage_nw = 0.3657
power.density_cell_area_nw_per_um2 = 28.15
vdd_ir_drop_max_v = 0.000009922
power.total_mw = 0.02599

[flow_run]
log.warning_count = 32
max-cap-violations = 0

[outcome]
status = "complete, no violations"
==> cell usage after synthesis <==
master,n,area [um^2]
buf_4,16,120.1
fa_1,16,320.3
inv_1,10,37.54
==> worst min-delay path, cell delays in order <==
cell and delay (ps):
clkdlybuf4s50_1 390, inv_1 70, fa_1 160, inv_1 40
clkdlybuf4s50_1 390
==> power breakdown <==
group	leakage (nW)	switching, mW	internal [mW]
clock	0	0	0
sequential	0	0	0
combinational	0.366	0.00678	0.0192
==> metal layers <==
metal | track usage (%) | vias to the layer above
li1 | - | 168
met2 | 5.396 | 47
met1 | 4.294 | 170
met4 | 0 | 0
met3 | 4.623 | 0
met5 | 0 | -
==> layout make-up <==
type | count | area share (%)
repair buffers | 50 | 54.20
multi-input cells | 16 | 34.69
inverters | 10 | 4.065
well taps | 52 | 7.046
==> worst min path at each step <==
stage	startpoint	slack [ps]	end
5_1_grt	b[15]	9380	cout
4_1_cts	b[0]	9350	s[0]
6_report	b[0]	9330	s[0]
==> cells by family after synthesis <==
logic type                 Yosys count  share of synthesized area (%)
buffers and inverters               26                          32.99
adders and majority gates           16                          67.02
Power is estimated from default activity; no workload was simulated.

## config.mk

```make
export PLATFORM = sky130hd
export DESIGN_NAME = shiftadd
export DESIGN_NICKNAME = shiftadd
export VERILOG_FILES = /design/flow/design.v
export SDC_FILE = /design/flow/constraint.sdc
export NUM_CORES = 4
export LEC_CHECK = 1
export CORE_AREA = 10 10 78 78
export DIE_AREA = 0 0 88 88
```

## constraint.sdc

```tcl
current_design shiftadd

set clk_period 2.8
set clk_io_pct 0.2

create_clock -name clk0 -period $clk_period [get_ports {clk}]

set non_clock_inputs [all_inputs -no_clocks]
set_input_delay [expr $clk_period * $clk_io_pct] -clock clk0 $non_clock_inputs
set_output_delay [expr $clk_period * $clk_io_pct] -clock clk0 [all_outputs]
```

## design.v

```verilog
`timescale 1ns / 1ps
module shiftadd(start,clk,a,b,flag,mul);
input start,clk;
input [3:0] a,b;
output flag;
output [7:0] mul;
wire m1,m2,m3,m4;																																																																																																																																																																																																																																																																																																					
reg [3:0] State;
reg c;
reg [3:0] Acc;
reg [3:0] Q;
initial begin
State = 0;
c=0;
Acc =4'b0000 ;
Q=4'b0000;
end
always @(posedge clk)
begin
	case (State)
	0:
		begin
			if (start == 1)
				begin
				c <=0;
				Acc <=0;
				Q <= a;
				State <= 1;
			end
		end
	1,3,5,7:  
		begin
			if(Q[0] == 1)
				begin
					{c,Acc} <= (Acc + b);
					State <= State + 1;
				end
			else  
				begin
					Q <= {Acc[0], Q[3:1]};
					Acc <= {c, Acc[3:1]};
					c <=0;
					State <= State +2;
				end
			end
	2,4,6,8:  
		begin
			Q <= {Acc[0], Q[3:1]};
			Acc <= {c, Acc[3:1]};
			c <=0;
			State <= State +1;
		end
	9:
		begin
			State <= 0;
		end						
	endcase
end
assign flag = (State == 9) ? 1'b1 : 1'b0 ;
assign mul = (State == 9) ? {c,Acc,Q}:0;
endmodule
```

## run.sh

```bash
#!/bin/bash
# OpenROAD 26Q1-2900-gdf79404cd8, Yosys 0.63+post, stock flow scripts
make -C /OpenROAD-flow-scripts/flow DESIGN_CONFIG=/design/flow/config.mk WORK_HOME=/design/flow/orfs finish
```

==> results_slide.txt <==
Synthesis and Place & Route Summary

Outcome
  – Status: finished, final reports clean

Drt
  – # DRC: 0
  – Routed Antenna Nets: 0
  – Post-Route WL: slightly below 2000 um
  – Wire per inst: roughly 13 um
  – Via count: 672
  – Ant. Diodes: 0
  – First drt pass iteration count: 4
  – Via density: roughly 4.4
  – Iteration-0 DRC count of the detailed router: 39

Clock network
  – Setup Buffers After CTS: 0
  – Worst skew pair latency: approximately 240 ps
  – Post-CTS Hold Buffers: 0
  – Num CTS Buffers: 3
  – CTS tree: yes
  – Clock slew at reported path FFs: 50 ps
  – CTS HTree Levels: 1
  – Root Driver: clkbuf_8
  – Post_cts resized: 0
  – CTS max path bufs: 2
  – TritonCTS Sinks: 13

Global route
  – GRT Resource Usage Total: 0.05020
  – Initial antenna violation count: 0
  – Number of global-route vias before repair: 654
  – Largest net degree at the start of global routing: 12
  – Grt ovf: 0
  – First-pass GRT wire length: 3180 um

Logic synthesis
  – Distinct cells, synth: 33
  – Post-synth top area cell: edfxtp_1
  – Register area share after synthesis: 0.4199
  – Syn Area/Cell: approximately 11 sq um
  – Synth flops: 13
  – Yosys adder share: 0.1427
  – Yosys stat area: just over 900 sq um
  – Primary FF master, synth: edfxtp_1
  – Yosys stat cell total: ~80
  – Simple Share, Synth: 0.1629
  – Asr flop ratio synth: 0
  – Post-synth top area share: 0.4199
  – Synth Warn #: 1
  – Ao+oa area frac: 0.1965
  – Yosys xor share: 0.03769
  – Mapped cell area: just over 900 sq um
  – Post-synth EDFFs: 13
  – Mux frac, synth: 0
  – Post-synthesis cell count: ~81
  – Largest cells by area: edfxtp_1, ha_1, and2_1, a22o_1, xnor2_1
  – Comb area leader: AND-OR/OR-AND gates

Final layout
  – Layout cells sized above 1: 0.1287
  – Filler instances: between 400 and 500
  – Multi-input logic area: about 500 sq um
  – Flop area: between 300 and 400 sq um
  – Post-layout util: 0.2721
  – Area Growth Syn to Fin: 29.21%

Die
  – Starting Density: 0.2106
  – Die Wd: 88 um
  – DIE AREA: a little under 0.008 sq mm
  – Die y size: between 80 and 90 um
  – # rows: 24
  – Io pins: 19
  – CORE AREA: 0.004414 sq mm

Flow run
  – Max-Cap Viols: 0
  – Tool warnings: 28

STA
  – Fin Clk Skew: a little under 7 ps
  – Worst slew pin tran: around 380 ps
  – Fin. max-slew vios: 0
  – Setup TNS Final: 0 ps
  – Fin crit period: between 2000 and 3000 ps
  – Final Hold Viols: 0
  – Final setup fails: 0
  – Fmax: between 300 and 400 MHz
  – Post-layout period usage: 0.9040
  – Slew margin rel.: 0.7452
  – Unrepaired setup endpoints after global routing: false

Pwr
  – Power per cell area: between 1000 and 1500 mW/mm^2
  – Static Leak: ~0.46 nW
  – Max VDD drop: between 0.0003 and 0.0004 V

Worst setup path
  – Crit start category: flip-flop
  – Crit path cell chain: inv_1 > ha_1 > and3b_2 > and2_1 > clkdlybuf4s50_1
  – CP required: approximately 2200 ps
  – Critical Path AT: approximately 2000 ps
  – CP max FO: 11
  – Slowest cell delay on critical path: between 400 and 500 ps
  – Worst Setup End Kind: output pin
  – Slowest-stage cell, CP: clkdlybuf4s50_1
  – Critical path class: reg -> out

Min path
  – Hold WC Path Type: reg -> reg

Placed design
  – Placed wire-length estimate: 1567 um
  – Port buffer count: 18
  – Final weighted congestion in routability-driven placement: 0.7936
==> stage by stage <==
step	total power, mW	std cells	instance area [sq um]	hold WS, ps	setup slack [ps]
final	1.505	153	1201	561.1	268.8
after global routing	1.648	153	1201	572.4	119.7
after CTS	1.516	153	1201	561.4	232.5
after detailed placement	1.343	149	1156	538.1	497.5
after global placement	1.332	149	1156	536.3	544.4
after floorplan	1.156	81	929.6	518.1	604.2
==> cell usage after synthesis (all sizes together), types with 2 or more instances <==
cell type / n
buf: 2
a21oi: 4
ha: 9
a22o: 7
and2: 10
a21o: 2
a211oi: 2
xnor2: 3
inv: 3
nand2: 4
nor2: 4
edfxtp: 13
or2: 3
==> where the power goes <==
| group | internal, mW | total, mW | switching (mW) |
|---|---|---|---|
| logic | 0.404 | 0.822 | 0.418 |
| registers | 0.424 | 0.521 | 0.0974 |
| clock network | 0.100 | 0.161 | 0.0612 |
==> routing by layer <==
| metal | GRT usage | share of wire |
|---|---|---|
| met3 | 0.01684 | 0.10 |
| met4 | 0.008696 | 0.017 |
| met5 | 0 | 0 |
| met2 | 0.07407 | 0.42 |
| met1 | 0.07118 | 0.46 |
==> cell families after synthesis <==
family,Yosys count
flops,13
compound gates,22
buf+inv,6
simple gates,26
fa+ha+maj,10
xor+xnor,4
==> layout by cell type (no fill, tap or decap), drive strengths merged, types with 2 or more instances in the layout <==
cell,count
a211oi,2
a21o,2
a21oi,4
a22o,7
and2,10
clkbuf,4
clkdlybuf4s50,18
edfxtp,13
ha,9
inv,3
nand2,4
nor2,4
or2,3
xnor2,3
==> area by class of cell <==
type	count	area share
Timing Repair Buffer	19	0.1563
Inverter	3	0.009375
Multi-Input combinational cell	62	0.4177
Clock buffer	4	0.03750
Tap cell	52	0.05417
Sequential cell	13	0.3250
==> path summary, 6_finish.rpt <==
check / start / end / slack [ps] / cells past startpoint
min reg2reg: c$_SDFFCE_PN0P_ / Acc[3]$_DFFE_PP_ / 560 / 1
max reg2reg: State[0]$_DFFE_PP_ / Q[3]$_DFFE_PP_ / 720 / 6
max: State[1]$_DFFE_PP_ / mul[6] / 270 / 5
min: c$_SDFFCE_PN0P_ / Acc[3]$_DFFE_PP_ / 560 / 1
==> critical path, delay by kind of cell, from the launching register on <==
family	cells	cell delay, ps
buffers and inverters	2	590
adders and majority gates	1	220
DFF	1	430
and+or+nand+nor	2	490
==> state kept, by name, summed over array words and instances (netlist names) <==
signal / cells
Acc: 4
Q: 4
State: 4
c: 1
Power is estimated from default activity; no workload was simulated.
